`flow/design.v`:
```
module IDEX
(
    clk_i,  
    start_i,
    RegWrite_i,  
    RegWrite_o,
    MemtoReg_i,
    MemtoReg_o,
    MemRead_i,
    MemRead_o,
    MemWrite_i,
    MemWrite_o,
    RegDst_i,  
    RegDst_o,
    ALUOp_i,
    ALUOp_o,
    ALUSrc_i,
    ALUSrc_o,
    addr_i,  
    addr_o,
    RSdata_i,  
    RSdata_o,
    RTdata_i,
    RTdata_o,
    Sign_Extend_i,  
    Sign_Extend_o,
    RSaddr_i,
    RSaddr_o,
    RTaddr_i,  
    RTaddr_o,
    RDaddr_i,          
    RDaddr_o,
    IDEXEnable_i
);
input clk_i, start_i;
input IDEXEnable_i;
input RegWrite_i,  
      MemtoReg_i,
      MemRead_i,
      MemWrite_i,
      RegDst_i,  
      ALUSrc_i;
input [1:0] ALUOp_i;
input [4:0] RSaddr_i,
	    RTaddr_i,
	    RDaddr_i;
input [31:0] addr_i,
	     Sign_Extend_i,
	     RSdata_i,
	     RTdata_i;
output RegWrite_o,  
       MemtoReg_o,
       MemRead_o,
       MemWrite_o,
       RegDst_o,  
       ALUSrc_o;
output [1:0] ALUOp_o;
output [4:0] RSaddr_o,
	     RTaddr_o,
	     RDaddr_o;
output [31:0] addr_o,
	      Sign_Extend_o,
	      RSdata_o,
	      RTdata_o;
reg RegWrite_o,  
    MemtoReg_o,
    MemRead_o,
    MemWrite_o,
    RegDst_o,
    ALUSrc_o;
reg [1:0] ALUOp_o;  
reg [4:0] RSaddr_o,
	  RTaddr_o,  
	  RDaddr_o;
reg [31:0]  addr_o,  
	    Sign_Extend_o,
	    RSdata_o,
	    RTdata_o;
always @ ( posedge clk_i or negedge start_i) begin
  if (~start_i) begin
  	RegWrite_o <= 0;
  	MemtoReg_o <= 0;
  	MemRead_o <= 0;
  	MemWrite_o <= 0;
  	RegDst_o <= 0;
  	ALUSrc_o <= 0;
  	ALUOp_o <= 0;
  	RSaddr_o <= 0;
  	RTaddr_o <= 0;
  	RDaddr_o <= 0;
  	addr_o <= 0;
  	Sign_Extend_o <= 0;
  	RSdata_o <= 0;
  	RTdata_o <= 0;
  end
  else if (IDEXEnable_i) begin
    RegWrite_o <= RegWrite_o;
  	MemtoReg_o <= MemtoReg_o;
  	MemRead_o <= MemRead_o;
  	MemWrite_o <= MemWrite_o;
  	RegDst_o <= RegDst_o;
  	ALUSrc_o <= ALUSrc_o;
  	ALUOp_o <= ALUOp_o;
  	RSaddr_o <= RSaddr_o;
  	RTaddr_o <= RTaddr_o;
  	RDaddr_o <= RDaddr_o;
  	addr_o <= addr_o;
  	Sign_Extend_o <= Sign_Extend_o;
  	RSdata_o <= RSdata_o;
  	RTdata_o <= RTdata_o;
  end
  else begin
  	RegWrite_o <= RegWrite_i;
  	MemtoReg_o <= MemtoReg_i;
  	MemRead_o <= MemRead_i;
  	MemWrite_o <= MemWrite_i;
  	RegDst_o <= RegDst_i;
  	ALUSrc_o <= ALUSrc_i;
  	ALUOp_o <= ALUOp_i;
  	RSaddr_o <= RSaddr_i;
  	RTaddr_o <= RTaddr_i;
  	RDaddr_o <= RDaddr_i;
  	addr_o <= addr_i;
  	Sign_Extend_o <= Sign_Extend_i;
  	RSdata_o <= RSdata_i;
  	RTdata_o <= RTdata_i;
  end
end
endmodule
```
`flow/run.sh`:
```
#!/bin/bash
# OpenROAD 26Q1-2900-gdf79404cd8, Yosys 0.63+post, stock flow scripts
make -C /OpenROAD-flow-scripts/flow DESIGN_CONFIG=/design/flow/config.mk WORK_HOME=/design/flow/orfs finish
```
`flow/config.mk`:
```
export PLATFORM = sky130hd
export DESIGN_NAME = IDEX
export DESIGN_NICKNAME = IDEX
export VERILOG_FILES = /design/flow/design.v
export SDC_FILE = /design/flow/constraint.sdc
export NUM_CORES = 4
export LEC_CHECK = 1
export CORE_UTILIZATION = 40
```
`flow/constraint.sdc`:
```
current_design IDEX

set clk_period 1.0
set clk_io_pct 0.2

create_clock -name clk0 -period $clk_period [get_ports {clk_i}]

set non_clock_inputs [all_inputs -no_clocks]
set_input_delay [expr $clk_period * $clk_io_pct] -clock clk0 $non_clock_inputs
set_output_delay [expr $clk_period * $clk_io_pct] -clock clk0 [all_outputs]
```
==> flow_metrics.tcl <==
# collected from the flow reports
set metrics [dict create \
    power_density_nw_per_um2 1730 \
    portBuffers 304 \
    grt_first_pass_wirelength_um 22600 \
    min_path_type "primary input to async pin" \
    dieHeight_um 124 \
    swShare_pct 20.0 \
    drtPass1Iterations 4 \
    violations "setup timing" \
    clockRootBuffer "clkbuf_16" \
    cts.path.max_buffers 2 \
    drv_cap 0 \
    worst_pin_slew_ns 0.300 \
    antenna_cells 0 \
    path_cells "buf_2" \
    layout_setup_ws_ns -0.130 \
    setup_tns_ns -14.88 \
    status "finished with violations" \
    setup_violations 151 \
    drc_errors 0 \
    place_congestion 0.822 \
    grt_pass1_vias 4077 \
    fmax_mhz 885 \
    ys_top_cells_by_area "dfrtp_1 63%, mux2_4 23%, mux2_2 12%" \
    grt_setup_unrepaired "yes" \
    h-tree-depth 4 \
    crit_fanout 2 \
    synth.distinct_cells 5 \
    max_stage_delay_ns 0.38 \
    layout-drive-gt1-share_pct 58.1 \
    antenna_found_initial 1 \
    synth.avg_cell_area_um2 18.7 \
    path_class "register to output pin" \
    dr_total_vias 4151 \
    yosys_warnings 1 \
    logic_area_um2 2040 \
    post-route-period-util_pct 113 \
    ir_drop_v 0.00121 \
    p_switching_mw 3.40 \
    relSlewSlack_pct 80.0 \
    die_w_um 124 \
    intPower_mw 13.6 \
    finalHoldViolCount 0 \
    die_area_um2 15400 \
    drtIter0Drc 115 \
    fin_crit_ns 1.13 \
    initCoreUtil_pct 41.1 \
    cp_top_family "flip-flops" \
    wire_per_inst_um 17.5 \
    pwr-share-seq_pct 41.3 \
    power.leakage_nw 4.75 \
    core_area_um2 14500 \
    top_area_cell "dfrtp_1" \
    top_area_share_pct 63.3 \
    rows 44 \
    final_util_pct 67.6 \
    required_ns 0.80 \
    post-place-ws_ns -0.151 \
    wirelength_um 16000 \
    cts_tree "yes" \
    dp_hpwl_um 11400 \
    grt_max_degree 47 \
    ios 305 \
    synthToLayoutAreaGrowth_pct 64.4 \
    slowest_stage "dfrtp_1" \
    clk_latency_ns 0.41 \
    clkPwrFrac_pct 41.7 \
    p_comb_share_pct 17.0 \
    cts_sinks 151 \
    grt_overflow 0 \
    syn-cell-area_um2 5970 \
    skew_ns 0 \
    numSynthFlops 151 \
    r2r_slack_ns 0.01 \
    finalMaxSlewViolations 0 \
    critPathBufInv 1 \
    ys_chip_area_um2 5970 \
    postSynthSeqShare_pct 63.3 \
    drtAntennaViolNets 0 \
    track_usage_pct 20.4 \
    regArea_um2 3780 \
    crit_path_end_kind "output pin" \
    ys_cells 319 \
    path_clk_slew_ns 0.06 \
    cts_inserted_buffers 17 \
    cp_data_arrival_time_ns 0.93 \
    warning_count 29 \
    detail_route.vias_per_cell 4.54 \
    cp-start-kind "register" \
    fill_cells 1085 \
    syn_inst 319 \
]
[per-stage QoR]
step / area (um^2) / total power, mW / cells / hold WS, ns
global route: 9820 / 17.8 / 914 / 0.152
detailed placement: 9410 / 10.3 / 820 / 0.0119
CTS: 9620 / 17.1 / 891 / 0.153
finish: 9820 / 17.0 / 914 / 0.163
global placement: 9410 / 10.2 / 820 / 0.0106
floorplan: 6020 / 7.98 / 319 / -0.0956
[kinds of logic (layout without fill, tap and decap cells)]
family	count (synthesis)	in the layout	synth area share, %
multiplexers	151	151	34.1
buffers and inverters	17	428	2.58
flip-flops	151	151	63.3
[cell usage after synthesis]
master,count
dfrtp_1,151
mux2_4,90
mux2_2,61
buf_6,11
buf_2,6
[power by group through the flow]
| stage | registers, mW | logic, mW | clock network (mW) |
|---|---|---|---|
| CTS | 7.02 | 2.78 | 7.28 |
| global route | 7.10 | 3.13 | 7.53 |
| finish | 7.02 | 2.89 | 7.10 |
[timing repair]
item	CTS	global route
endpoints found under the setup margin	151	187
hold buffers	1	1
hold endpoints to repair	151	151
gates resized	488	7
buffers inserted	38	26
[sequential cells by signal, summed over array words and instances, names as in the netlist]
signal / cells
MemRead_o: 1
RTdata_o: 32
MemWrite_o: 1
addr_o: 32
ALUOp_o: 2
ALUSrc_o: 1
Sign_Extend_o: 32
MemtoReg_o: 1
RTaddr_o: 5
RegWrite_o: 1
RegDst_o: 1
RDaddr_o: 5
RSdata_o: 32
RSaddr_o: 5
[per-layer routing]
metal,wire length [um],up-vias,GRT usage (%)
li1,-,1914,-
met1,6540,2017,29.2
met2,7200,201,30.5
met3,1950,17,9.11
met4,244,2,2.75
met5,13,-,0
[cell type report]
| type | count | area share (%) |
|---|---|---|
| sequential | 151 | 38.5 |
| tap | 184 | 2.34 |
| timing repair buffer | 396 | 31.6 |
| clock buffer | 25 | 5.15 |
| multi-input combinational | 151 | 20.8 |
| clock inverter | 7 | 1.66 |
[placed cells by master (no fill, tap or decap), drive strengths merged]
cell and n:
buf 244, dfrtp 151, clkdlybuf4s50 151, mux2 151, clkbuf 25, bufinv 5
clkinv 1, clkinvlp 1, dlygate4sd3 1
[worst paths after layout]
kind | cells past startpoint | startpoint | to
hold / removal | 2 | start_i | RTaddr_o[3]$_DFFE_PN0N_
setup / recovery | 1 | addr_o[8]$_DFFE_PN0N_ | addr_o[8]
setup reg to reg | 3 | RTdata_o[20]$_DFFE_PN0N_ | RTdata_o[20]$_DFFE_PN0N_
max in group asynchronous | 3 | start_i | RTdata_o[10]$_DFFE_PN0N_
hold reg to reg | 1 | RSdata_o[21]$_DFFE_PN0N_ | RSdata_o[21]$_DFFE_PN0N_
min in group clk0 | 2 | IDEXEnable_i | RTdata_o[16]$_DFFE_PN0N_
Power figures rest on the tool's default switching activity, not on a simulated workload.
