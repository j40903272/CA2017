--- design/flow/config.mk ---
export PLATFORM = sky130hd
export DESIGN_NAME = EXMEM
export DESIGN_NICKNAME = EXMEM
export VERILOG_FILES = /design/flow/design.v
export SDC_FILE = /design/flow/constraint.sdc
export NUM_CORES = 4
export LEC_CHECK = 1
export CORE_UTILIZATION = 30
--- design/flow/constraint.sdc ---
current_design EXMEM

set clk_period 1.5
set clk_io_pct 0.2

create_clock -name clk0 -period $clk_period [get_ports {clk_i}]

set non_clock_inputs [all_inputs -no_clocks]
set_input_delay [expr $clk_period * $clk_io_pct] -clock clk0 $non_clock_inputs
set_output_delay [expr $clk_period * $clk_io_pct] -clock clk0 [all_outputs]
--- design/flow/run.sh ---
#!/bin/bash
# OpenROAD 26Q1-2900-gdf79404cd8, Yosys 0.63+post, stock flow scripts
make -C /OpenROAD-flow-scripts/flow DESIGN_CONFIG=/design/flow/config.mk WORK_HOME=/design/flow/orfs finish
--- design/flow/design.v ---
module EXMEM
(
	clk_i,
	start_i,
	RegWrite_i,
	MemtoReg_i,
	MemRead_i,
	MemWrite_i,
	ALUzero_i,
	ALUdata_i,
  RegWaddr_i,
  MemWdata_i,
  EXMEMEnable_i,
	RegWrite_o,
	MemtoReg_o,
	MemRead_o,
	MemWrite_o,
	ALUzero_o,
	ALUdata_o,
  RegWaddr_o,
  MemWdata_o
);
input clk_i, start_i;
input RegWrite_i, MemtoReg_i, MemRead_i, MemWrite_i, ALUzero_i;
input [31:0] ALUdata_i;
input [4:0] RegWaddr_i;
input [31:0] MemWdata_i;
input EXMEMEnable_i;
output RegWrite_o, MemtoReg_o, MemRead_o, MemWrite_o, ALUzero_o;
output [31:0] ALUdata_o;
output [4:0] RegWaddr_o;
output [31:0] MemWdata_o;
reg RegWrite_o, MemtoReg_o, MemRead_o, MemWrite_o, ALUzero_o;
reg [31:0] ALUdata_o;
reg [4:0]  RegWaddr_o;
reg [31:0] MemWdata_o;
always @ ( posedge clk_i or negedge start_i) begin
  if (~start_i) begin
  	RegWrite_o <= 0;
  	MemtoReg_o <= 0;
  	MemRead_o <= 0;
  	MemWrite_o <= 0;
  	ALUzero_o <= 0;
  	ALUdata_o <= 0;
  	RegWaddr_o <= 0;
    MemWdata_o <= 0;
  end
  else if (EXMEMEnable_i) begin
    RegWrite_o <= RegWrite_o;
    MemtoReg_o <= MemtoReg_o;
    MemRead_o <= MemRead_o;
    MemWrite_o <= MemWrite_o;
    ALUzero_o <= ALUzero_o;
    ALUdata_o <= ALUdata_o;
    RegWaddr_o <= RegWaddr_o;
    MemWdata_o <= MemWdata_o;
  end
  else begin
  	RegWrite_o <= RegWrite_i;
  	MemtoReg_o <= MemtoReg_i;
  	MemRead_o <= MemRead_i;
  	MemWrite_o <= MemWrite_i;
  	ALUzero_o <= ALUzero_i;
  	ALUdata_o <= ALUdata_i;
  	RegWaddr_o <= RegWaddr_i;
    MemWdata_o <= MemWdata_i;
  end
end
endmodule
==> impl_report.txt <==
==== FLOW RESULTS ====
----------------------------------------------------
[Run]
  Maximum capacitance violations ........................ 0
  Tool warnings ........................ 25

[Clocking]
  Depth of the CTS H-tree ........................ 3
  Clock buffer depth ........................ 2
  Clock latency on the worst-skew pair ........................ 0.33 ns
  Clock root buffer master ........................ clkbuf_8
  Clock Pin Slew Worst Setup and Hold Paths ........................ 0.08 ns
  TritonCTS clock tree ........................ done
  CTS buffer count ........................ 9
  CTS sink cnt ........................ 74

[Synth]
  Number of cells in the yosys synthesis report ........................ 156
  Yosys Warn Count ........................ 1
  Distinct cells, synth ........................ 5
  Ys flop type ........................ dfrtp_1
  FF+latch count, synth ........................ 74
  Area leader share ........................ 0.6185
  Synthesized area per cell ........................ 19.19 um^2
  List of most frequent post-synthesis cells ........................ 74 x dfrtp_1, 60 x mux2_4, 14 x mux2_2
  Area leader, netlist ........................ dfrtp_1
  Sequential cell area fraction in the yosys report ........................ 0.6185
  Number of instances in the synthesized netlist ........................ 156
  Synthesis area per yosys ........................ 2994 um^2
  Post-synth area hogs ........................ dfrtp_1 62%, mux2_4 30%, mux2_2 5.3%
  Post-synthesis cell area ........................ 2994 um^2
  Synth top cell by count ........................ dfrtp_1
  Async S/R FF share, synth ........................ 1.000
  Number of enable-type register cells in the synthesized netlist ........................ 0

[Routing]
  DRC errors left ........................ 0
  Antenna diode count ........................ 0
  Vias per cell ........................ 4.044
  Final routed wirelength across all metal layers ........................ 6.511 mm
  DR iter-0 viols ........................ 18
  Via count ........................ 1,925
  Total iterations of the first detailed-routing run ........................ 4
  Routed WL per cell ........................ 13.68 um
  Routed Antenna Nets ........................ 0

[Placement]
  Placed Cells ........................ 438
  IO Port Bufs ........................ 150
  Sum of net half-perimeters after detailed placement ........................ 4.422 mm
  Weighted congestion at the end of routability-driven global placement ........................ 0.7417

[Cells and area]
  Post-Layout Cell Count ........................ 476
  Core occupancy in the finished layout ........................ 0.5343
  Share of final-layout standard cells stronger than drive strength 1 ........................ 0.3499
  Area growth syn-to-layout ........................ 73.63%

[STA]
  Transition time at the pin with the least slew margin ........................ 0.2105 ns
  Worst hold-check slack ........................ 0.3996 ns
  Final hold violation count ........................ 0
  Final count of pins violating max slew ........................ 0
  Maximum achievable frequency ........................ 690.5 MHz
  Time the worst path needs with I/O delays and setup ........................ 1.448 ns
  Final setup viols ........................ 0
  Share of the clock period used by the worst path after layout ........................ 0.9655
  Largest clock skew in the final design ........................ 0 ns
  Worst slew slack as a fraction of its limit ........................ 0.8597

[Worst setup path]
  Critical path class ........................ flop to primary output
  Kind of launch point of the worst setup path ........................ flop
  Slowest stage cell on the critical path ........................ clkdlybuf4s50_1
  Required time at the endpoint of the critical path ........................ 1.20 ns
  Data arrival time of the critical path ........................ 1.15 ns
  Endpoint class of the critical path ........................ primary output
  Critical path cell sequence ........................ clkdlybuf4s50_1
  Critical path's top delay family ........................ buffers and inverters
  Worst-path fanout max ........................ 2
  Setup slack of the most critical reg-to-reg path ........................ 0.62 ns
  Biggest cell delay along the critical path ........................ 0.46 ns
  CP bufs+invs ........................ 1

[Global routing]
  Number of global-route vias before repair ........................ 1,942
  Tot GR Track Use ........................ 0.1257
  Maximum number of pins on one net before global-route repair ........................ 27
  Total global routing overflow ........................ 0
  Initial antenna violation count ........................ 0
  First-pass GRT wire length ........................ 9.901 mm

[Die]
  Number of placement rows ........................ 36
  Die Y ........................ 101.9 um
  Boundary Pins ........................ 151
  Core Area ........................ 9729 um^2
  Chip Width ........................ 101.9 um
  Chip footprint ........................ 10,380 um^2
  Initial Utilization ........................ 0.3077

[Pwr]
  Overall power ........................ 4.957 mW
  Power per cell area ........................ 953.6 nW/um^2
  Max IR drop VDD ........................ 0.5174 mV
  Static leakage ........................ 2.769 nW

[Min path]
  Worst min path class ........................ input port to flop

[Status]
  Outcome ........................ finished, final reports clean

----------------------------------------------------
-- sequential cells by signal, indices dropped and copies added (netlist names) --
| signal | cells |
|---|---|
| ALUdata_o | 32 |
| MemWdata_o | 32 |
| RegWaddr_o | 5 |
| ALUzero_o | 1 |
| MemRead_o | 1 |
| MemWrite_o | 1 |
| MemtoReg_o | 1 |
| RegWrite_o | 1 |
-- routing by layer --
metal / GRT usage / part of all wire / vias up
li1: - / - / 907
met1: 0.2053 / 0.47 / 922
met2: 0.1684 / 0.41 / 87
met3: 0.04520 / 0.10 / 9
met4: 0.01868 / 0.014 / 0
met5: 0 / 0 / -
-- cell type report --
class / count / area [um^2]
Timing Repair Buffer: 179 / 1904
Multi-Input combinational cell: 74 / 1059
Fill cell: 818 / 4531
Tap cell: 133 / 166.4
Sequential cell: 74 / 1852
Clock buffer: 9 / 123.9
Clock inverter: 7 / 93.84
-- path summary, 6_finish.rpt --
path,start,endpoint,depth (start not counted)
worst min-delay path,EXMEMEnable_i,MemtoReg_o,2
worst max register to register,MemWdata_o[22],MemWdata_o[22],2
max in group asynchronous,start_i,ALUdata_o[2],3
worst max-delay path,MemWdata_o[22],MemWdata_o[22],1
worst min register to register,ALUdata_o[29],ALUdata_o[29],1
min in group asynchronous,start_i,ALUdata_o[11],3
-- per-stage QoR --
step / setup TNS [ns] / cell area, um^2 / setup slack [ns]
3_3_place_gp: 0 / 4676 / 0.2631
4_1_cts: 0 / 4931 / 0.0002102
2_1_floorplan: 0 / 2994 / 0.4845
3_5_place_dp: 0 / 4676 / 0.2492
6_report: 0 / 5199 / 0.05168
5_1_grt: -0.005147 / 5199 / -0.003896
-- cells by family after synthesis --
family,share of synthesized area
multiplexers,0.3535
flip-flops,0.6185
buffers and inverters,0.02800
-- what timing repair did --
item,4_1_cts,5_1_grt
setup endpoints to repair,8,58
hold buffers,2,0
hold endpoints to repair,26,0
gates resized,6,53
setup buffers,2,18
-- placed cells by master (no fill, tap or decap), drive strengths merged --
cell type	synthesis	routed
mux2	74	74
buf	8	30
dlygate4sd2	0	6
clkinv	0	3
bufinv	0	2
clkinvlp	0	2
clkdlybuf4s50	0	89
clkbuf	0	9
dlymetal6s2s	0	53
dfrtp	74	74
dlygate4sd3	0	1
-- power breakdown --
group / internal, mW / leakage (nW) / switching [mW]
Clock: 0.933 / 0.105 / 0.734
Sequential: 2.19 / 0.865 / 0.0987
Combinational: 0.785 / 1.80 / 0.213
Power is estimated from default activity; no workload was simulated.
